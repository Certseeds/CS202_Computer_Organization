<file path="constraint.sdc">
current_design leds

set clk_period 1.0
set clk_io_pct 0.2

create_clock -name clk0 -period $clk_period [get_ports {led_clk}]

set non_clock_inputs [all_inputs -no_clocks]
set_input_delay [expr $clk_period * $clk_io_pct] -clock clk0 $non_clock_inputs
set_output_delay [expr $clk_period * $clk_io_pct] -clock clk0 [all_outputs]
</file>
<file path="design.v">
`timescale 1ns / 1ps
module leds(led_clk, ledrst, ledwrite, ledcs, ledaddr,ledwdata, ledout);
    input led_clk;    		     
    input ledrst; 		         
    input ledwrite;		        
    input ledcs;		       
    input[1:0] ledaddr;	         
    input[15:0] ledwdata;	   
    output[23:0] ledout;	 
    reg [23:0] ledout;
    always@(posedge led_clk or posedge ledrst) begin
        if(ledrst) begin
            ledout <= 24'h000000;
        end
		else if(ledcs && ledwrite) begin
			if(ledaddr == 2'b00)
				ledout[23:0] <= { ledout[23:16], ledwdata[15:0] };
			else if(ledaddr == 2'b10 )
				ledout[23:0] <= { ledwdata[7:0], ledout[15:0] };
			else
				ledout <= ledout;
        end
		else begin
            ledout <= ledout;
        end
    end
endmodule
</file>
<file path="run.sh">
#!/bin/bash
# OpenROAD 26Q1-2900-gdf79404cd8, Yosys 0.63+post, stock flow scripts
make -C /OpenROAD-flow-scripts/flow DESIGN_CONFIG=/design/flow/config.mk WORK_HOME=/design/flow/orfs finish
</file>
<file path="config.mk">
export PLATFORM = sky130hd
export DESIGN_NAME = leds
export DESIGN_NICKNAME = leds
export VERILOG_FILES = /design/flow/design.v
export SDC_FILE = /design/flow/constraint.sdc
export NUM_CORES = 4
export LEC_CHECK = 1
export CORE_AREA = 10 10 96 96
export DIE_AREA = 0 0 106 106
</file>
==> Slide: Implementation Results <==
Physical Implementation Snapshot

Status
  • Run status: finished, final reports clean

Timing
  • Final setup vio count: 0
  • Max-slew violations: 0
  • Worst Tran Pin Value: 0.1442 ns
  • RSZ-0062 raised after global routing: yes
  • Total negative slack: 0 ns
  • Final hold vios: 0
  • Clk_skew: 0 ns
  • FMAX: approximately 1 GHz
  • Final worst path period share: a little over nine tenths
  • Max-slew headroom: 90.39%
  • Minimum clock period: 0.9895 ns

Drt
  • Post-route ant nets: 0
  • WL/cell: roughly 13 um
  • Final wirelength: between 2000 and 3000 um
  • DRC Markers: 0
  • Initial drt markers: 7
  • Diodes inserted: 0
  • Vias post-DR: about 650
  • First-pass DRT Iterations: 2
  • Vias/cell: just over 3

Yosys
  • Synth Area in XOR/XNOR: 0%
  • Post-Synth AOI/OAI Area: 0%
  • Top cell area share: between 60% and 70%
  • Top cells by area: dfrtp_1 63%, mux2_2 16%, mux2_4 16%
  • Yosys synthesis chip area: 955.9 um2
  • Synth Warn #: 1
  • Post-synth cell types: 7
  • Mux cell area share: 32.20%
  • Seq/Total Area, Yosys: 62.83%
  • Post-synth top area cell: dfrtp_1
  • Commonest flop: dfrtp_1
  • Post-synth top cells: 24 x dfrtp_1, 14 x mux2_2, 10 x mux2_4
  • Syn avg cell area: 18.04 um2
  • #FFs+latches synth: 24
  • Cell with the most instances after synthesis: dfrtp_1
  • Post-Syn Instances: 53
  • Comb area leader: multiplexers
  • # Cells Yosys: 53
  • Ys async rst share: 100.0%
  • Yosys adder share: 0%
  • Synthesized area: roughly 960 um2
  • Simple-Gate Fraction of Synth Area: ~2.2%
  • Number of enable flip-flop cells: 0

Finish
  • Share of layout cells above drive strength 1: between 60% and 70%
  • Fillcell total: 798
  • Max FFs per register: 24
  • Top flop regs: ledout x24
  • Multi-input logic area: 355.3 um2
  • Final core utilization: 22.56%
  • Largest Register: ledout
  • Synthesis-to-layout area growth: 70.29%
  • Layout Cells excl Fill: roughly 210
  • Flop area: 600.6 um2

Floorplan
  • Die Span X: about 110 um
  • IO Count: 46
  • Core ar.: 7214 um2
  • Starting density of the core: 13.25%
  • DIE HEIGHT: 106 um
  • Die area: 11240 um2
  • Num rows: 31

Critical path
  • Reg2Reg Setup Slack: 0.12 ns
  • R2r startpoint: ledout[2]
  • Req. time, crit path: roughly 1.2 ns
  • Crit path launch type: primary input
  • Worst flop-to-flop path endpoint: ledout[2]
  • Worst Reg-to-Reg Cells: 2
  • CP endpoint kind: register
  • Crit Path Max Fanout: 5
  • Crit Path Category: in -> reg
  • Worst Path Arrival: 1.14 ns

Placed design
  • IO Port Bufs: 45
  • Final HPWL DP: roughly 2100 um
  • Placed insts: 204
  • Placer Congestion: 0.6745

Power and ir drop
  • Overall power: 2.700 mW
  • PwrDens: 1659 nW/um2
  • Cell Int Power: 2.105 mW
  • Clock Power Share: 24.7%
  • Logic pwr share: 27.9%
  • Flop pwr share: 47.4%
  • Pleak: 0.7494 nW
  • Switch share: about 22%
  • Sw power: 0.5956 mW
  • Worst vdd ir: between 0.6 and 0.7 mV

Global routing
  • GRT Util Overall: 4.919%
  • First-pass GRT wire length: 4381 um
  • Initial antenna violation count: 0
  • Congestion Overflow GR: 0
  • Largest net degree at the start of global routing: 25
  • Vias in the first global route: 757

Min path
  • Hold Path Class: in -> async

CTS
  • Worst-skew pair later-pin latency: about 0.26 ns
  • CTS Buf Count: 3
  • CTS H-tree lvls: 1
  • Clock root buffer: clkbuf_8
  • CTS sink cnt: 24
  • CTS Buffer Depth: 2
  • CTS tree: yes
  • Clock slew at reported path FFs: ~0.09 ns

Run
  • Max Cap Violations: 0
  • Tool warnings: 28
-- logic make-up after synthesis --
family        Yosys count
mux                    24
simple gates            2
buf+inv                 3
flops                  24
-- cell type report --
| cell class | instances | area share (%) |
|---|---|---|
| Sequential cell | 24 | 36.89 |
| Multi-Input combinational cell | 26 | 21.83 |
| Inverter | 1 | 0.2306 |
| Clock buffer | 4 | 3.382 |
| Timing Repair Buffer | 60 | 30.05 |
| Tap cell | 99 | 7.610 |
-- cells in the final DEF (no fill, tap or decap) --
master / Yosys / final
and4bb_4: 0 / 1
buf_12: 0 / 2
buf_16: 0 / 1
buf_2: 0 / 25
buf_4: 0 / 8
buf_6: 2 / 5
clkbuf_2: 0 / 2
clkbuf_8: 0 / 4
clkdlybuf4s50_1: 0 / 17
dfrtp_1: 24 / 24
inv_1: 1 / 1
mux2_2: 14 / 8
mux2_4: 10 / 16
nand4b_1: 1 / 1
-- routing by layer --
layer	up-vias	wire, um	global-route usage, %
met1	313	1286	6.618
li1	311	-	-
met3	0	230	2.263
met5	-	0	0
met4	0	0	0.09671
met2	27	1259	7.553
-- critical path: stages --
cell and delay [ns]:
buf_6 0.09, and4bb_4 0.40, buf_6 0.15, mux2_4 0.30
-- worst max path at each step --
stage         startpoint    endpoint  slack [ns]  depth (start not counted)
CTS            ledout[4]   ledout[4]       -0.06                          1
global route  ledout[15]  ledout[15]       -0.02                          1
finish        ledaddr[0]   ledout[4]        0.01                          4
-- through the flow --
| stage | hold WS, ns | worst slack [ns] | instance area (um2) |
|---|---|---|---|
| after floorplan | 0.2146 | -0.1485 | 959.7 |
| after global placement | 0.4899 | -0.5898 | 1600 |
| after detailed placement | 0.4912 | -0.6161 | 1600 |
| after CTS | 0.2605 | -0.05988 | 1655 |
| after global routing | 0.2705 | -0.02396 | 1628 |
| final | 0.2576 | 0.01047 | 1628 |
-- power groups by stage --
stage | Combinational (mW) | Sequential (mW) | Clock (mW)
CTS | 0.810 | 1.28 | 0.724
global route | 0.828 | 1.31 | 0.745
finish | 0.753 | 1.28 | 0.666
-- repair_timing --
| item | in CTS | in global routing |
|---|---|---|
| pin swaps | 1 | 1 |
| cloned | 1 | 0 |
| buffers inserted | 8 | 1 |
| gates resized | 97 | 6 |
| setup endpoints to repair | 48 | 26 |
| hold buffers | 0 | 0 |
Power figures rest on the tool's default switching activity, not on a simulated workload.
