File: ./config.mk
export PLATFORM = sky130hd
export DESIGN_NAME = control32
export DESIGN_NICKNAME = control32
export VERILOG_FILES = /design/flow/design.v
export SDC_FILE = /design/flow/constraint.sdc
export NUM_CORES = 4
export LEC_CHECK = 1
export CORE_AREA = 10 10 70 70
export DIE_AREA = 0 0 80 80
File: ./constraint.sdc
current_design control32

set clk_period 2.7
set clk_io_pct 0.2

create_clock -name clk0 -period $clk_period

set non_clock_inputs [all_inputs -no_clocks]
set_input_delay [expr $clk_period * $clk_io_pct] -clock clk0 $non_clock_inputs
set_output_delay [expr $clk_period * $clk_io_pct] -clock clk0 [all_outputs]
File: ./design.v
`timescale 1ns / 1ps
module control32(Opcode,Function_opcode,Jrn,RegDST,ALUSrc,MemtoReg,RegWrite,MemWrite,Branch,nBranch,Jmp,Jal,I_format,Sftmd,ALUOp);
    input[5:0]   Opcode;             
    input[5:0]   Function_opcode;  	 
    output       Jrn;         	  
    output       RegDST;           
    output       ALUSrc;           
    output       MemtoReg;   	 
    output       RegWrite;   	 
    output       MemWrite;   	 
    output       Branch;    	 
    output       nBranch;   	 
    output       Jmp;        	 
    output       Jal;        	 
    output       I_format;  	 
    output       Sftmd;     	 
    output[1:0]  ALUOp;	         
    wire Jmp,I_format,Jal,Branch,nBranch;
    wire R_format;         
    wire Lw;                
    wire Sw;                
    assign R_format = (Opcode==6'b000000)? 1'b1:1'b0;    	 
    assign RegDST = R_format && (~I_format && ~Lw);                                
   assign I_format = (Opcode[5:3] == 3'b001) ? 1'b1:1'b0;
   assign Lw = (Opcode==6'b100011)? 1'b1:1'b0;
   assign Jal = (Opcode==6'b000011)? 1'b1:1'b0;
   assign Jrn = (Opcode==6'b000000 && Function_opcode == 6'b001000)? 1'b1:1'b0;
   assign RegWrite = (I_format || Lw || Jal  || R_format) && ~Jrn;
   assign Sw = (Opcode == 6'b101011)?1'b1:1'b0;
   assign ALUSrc = (I_format || Lw || Sw);
   assign Branch =  (Opcode==6'b000100)? 1'b1:1'b0;
   assign nBranch =  (Opcode==6'b000101)? 1'b1:1'b0;
   assign Jmp=  (Opcode==6'b000010)? 1'b1:1'b0;
   assign MemWrite = Sw;
   assign MemtoReg = Lw;
   assign Sftmd = (Opcode == 6'b000000 && Function_opcode[5:3] == 3'b000)? 1'b1:1'b0;
    assign ALUOp = {(R_format || I_format),(Branch || nBranch)}; 
endmodule
File: ./run.sh
#!/bin/bash
# OpenROAD 26Q1-2900-gdf79404cd8, Yosys 0.63+post, stock flow scripts
make -C /OpenROAD-flow-scripts/flow DESIGN_CONFIG=/design/flow/config.mk WORK_HOME=/design/flow/orfs finish
==> results_slide.txt <==
Synthesis and Place & Route Summary

Final layout
  – FF+latch area: 0 um2
  – Seq cells: 0
  – Fill cells: around 380
  – Ratio of cells with drive above 1 in the final layout: 0.369
  – Non-filler cells, final: 111
  – Finished Cell Area: approximately 670 um2
  – Clock buffer count: 0
  – P&R area growth vs syn: 223%

Global routing
  – Initial antenna violation count: 0
  – Largest net degree at the start of global routing: 9
  – First-pass GRT wire length: approximately 1800 um
  – Total GRT Usage: 0.0328
  – Grt ovf: 0
  – Vias in the first global route: approximately 390

Place
  – Placed cells: 108
  – Area after DPL: around 570 um2
  – IO Port Bufs: 26
  – Detail Placement HPWL: a little under 1000 um
  – RePlAce Congestion: about 0.73
  – Pre-CTS setup slack: -0.146 ns

Final timing
  – Rel. slew slack: 0.852
  – Final Hold Vio Count: 0
  – Slew of the pin with the lowest slew margin: between 0.2 and 0.25 ns
  – Hold WS: roughly 1.6 ns
  – Final Max Slew Viols: 0
  – Fmax: ~0.39 GHz
  – Fin crit period: between 2 and 3 ns
  – Setup ws final: roughly 0.11 ns
  – Finish-stage setup viols: 0
  – Period Utilization, post-route: 0.961
  – RSZ-0062 raised after global routing: false

Yosys
  – Post-synth seq share: 0
  – Average cell area after synthesis: just under 7 um2
  – YS warnings: 0
  – Mapped Area: around 210 um2
  – Unique cell types: 17
  – Number of cells in Yosys stat: 30
  – Yosys stat chip area: 208 um2
  – Synth Instances: 30

Pwr
  – Cell Pwr Density: 93.4 nW/um2
  – Sequential power share: 0
  – Final Power: ~0.000063 W
  – Cell internal pwr: 0.0000392 W
  – Net Sw Power: about 0.000023 W
  – Leak: about 0.3 nW
  – Worst VDD drop: about 0.016 mV
  – Comb pwr share: 1.000
  – Clock network power share: 0
  – Switching Share: 0.373

Die
  – Die Ht: approximately 80 um
  – Placeable Area: around 3400 um2
  – Die X: around 80 um
  – Floorplan core density: 0.0608
  – Ports: 26
  – Die ar.: approximately 6400 um2
  – FP Rows: 21

Run
  – Max Cap Violations: 0
  – OpenROAD warning count: 32

Routing
  – Final wirelength: between 1000 and 1500 um
  – TritonRoute pass-1 iters: 4
  – Vias per inst: 3.35
  – Vias: roughly 370
  – WL/cell: between 10 and 15 um
  – Post-route ant nets: 0
  – DRT iter0 DRCs: 39
  – N_diodes: 0
  – DRC Markers: 0

Worst hold path
  – Hold/Removal Path Class: in -> out

Worst setup path
  – Setup crit end kind: primary output
  – Class of the most critical setup path: in -> out
  – Crit Path Max Fanout: 2
  – Critical path startpoint category: input port
  – Arr. time, crit path: between 2 and 2.5 ns
  – Required @ worst endpoint: 2.16 ns

Run status
  – Status: completed
-- path summary, 6_finish.rpt --
| check | start | to | cells after the start |
|---|---|---|---|
| hold / removal | Opcode[4] | RegWrite | 4 |
| setup / recovery | Function_opcode[5] | RegWrite | 6 |
-- through the flow --
step | TNS, ns | utilization
final | 0 | 0.196
after global routing | 0 | 0.196
after CTS | 0 | 0.188
after detailed placement | -0.699 | 0.168
after global placement | -0.741 | 0.168
after floorplan | 0 | -
-- cell type report --
type,count,area [um2],area share
Timing Repair Buffer,38,362,0.539
Multi-Input combinational cell,27,251,0.375
Tap cell,46,57.6,0.0858
-- synth_stat cells, drive strengths merged --
master | n | area [um2]
nor3 | 7 | 46.3
or4 | 2 | 22.5
a21oi | 1 | 5.00
and3 | 1 | 6.26
or4b | 1 | 10.0
nor4bb | 1 | 10.0
nor4 | 2 | 12.5
nand2 | 1 | 3.75
nor2b | 2 | 12.5
buf | 1 | 11.3
and3b | 2 | 17.5
and4b | 1 | 10.0
nor2 | 3 | 11.3
and2 | 1 | 6.26
nor3b | 2 | 15.0
clkbuf | 2 | 7.51
-- layout by cell type (no fill, tap or decap), types with 2 or more instances in the layout --
cell type | Yosys | layout
clkdlybuf4s50_1 | 0 | 17
buf_6 | 1 | 3
nor2_1 | 3 | 3
nor3_1 | 6 | 3
nor2b_1 | 2 | 2
nor3_2 | 0 | 3
dlymetal6s2s_1 | 0 | 3
dlygate4sd2_1 | 0 | 6
or4_4 | 2 | 2
buf_4 | 0 | 9
and3b_1 | 2 | 2
-- routing by layer --
metal / GRT usage / part of all wire
met5: 0 / 0
met4: 0 / 0
met3: 0.00795 / 0.11
met2: 0.0586 / 0.46
met1: 0.0409 / 0.43
-- cell families after synthesis --
logic type | count (synthesis) | synth area share
compound gates | 1 | 0.0241
buf+inv | 3 | 0.0904
simple gates | 26 | 0.886
-- worst max-delay path: stages --
cell             delay (ns)
clkdlybuf4s50_1        0.40
or4_4                  0.52
buf_4                  0.16
nor3_4                 0.13
nor3_2                 0.06
dlygate4sd2_1          0.24
-- power groups by stage --
| stage | clock network [W] | logic, W | registers (W) |
|---|---|---|---|
| 6_report | 0 | 0.0000626 | 0 |
| 4_1_cts | 0 | 0.0000605 | 0 |
| 5_1_grt | 0 | 0.0000672 | 0 |
-- what timing repair did --
item                                   CTS  global route
hold buffers                             0             0
endpoints found under the hold margin    0             0
gates cloned                             0             0
gates resized                           16             7
setup endpoints to repair                9             6
pin swaps                                6             2
buffers inserted                         3             0
No activity file was given, so power comes from the tool's default toggle rates.
