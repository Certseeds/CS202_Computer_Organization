==> flow/design.v <==
`timescale 1ns / 1ps
module create_one_hz(
input clk,
input reset,
output reg clkout1
);
reg [25:0] cnt1;
parameter cnts1 = 100000;
always @(posedge clk,posedge reset)
begin
    if(reset)
    begin
        cnt1 <= 0;
        clkout1<= 0;
    end
    else if(cnt1 == (cnts1>>1)-1)
    begin
        cnt1 <= 0;
        clkout1 <= ~clkout1;
    end
    else
    begin
    cnt1 <= cnt1+1;
    end
end 
endmodule
==> flow/run.sh <==
#!/bin/bash
# OpenROAD 26Q1-2900-gdf79404cd8, Yosys 0.63+post, stock flow scripts
make -C /OpenROAD-flow-scripts/flow DESIGN_CONFIG=/design/flow/config.mk WORK_HOME=/design/flow/orfs finish
==> flow/config.mk <==
export PLATFORM = sky130hd
export DESIGN_NAME = create_one_hz
export DESIGN_NICKNAME = create_one_hz
export VERILOG_FILES = /design/flow/design.v
export SDC_FILE = /design/flow/constraint.sdc
export NUM_CORES = 4
export LEC_CHECK = 1
export CORE_AREA = 10 10 96 96
export DIE_AREA = 0 0 106 106
==> flow/constraint.sdc <==
current_design create_one_hz

set clk_period 4.7
set clk_io_pct 0.2

create_clock -name clk0 -period $clk_period [get_ports {clk}]

set non_clock_inputs [all_inputs -no_clocks]
set_input_delay [expr $clk_period * $clk_io_pct] -clock clk0 $non_clock_inputs
set_output_delay [expr $clk_period * $clk_io_pct] -clock clk0 [all_outputs]
==> impl_metrics.csv <==
group,metric,value,unit
outcome,status,"completed",
grt,grt_max_degree,28,
final_timing,setup-violations-final,0,
routing,drt_wl_total,2.33,mm
critical_path,worstSetupStartpointType,"flop",
die,die_w,106,microns
critical_path,worstPathCellList,"clkdlybuf4s50_1",
routing,vias_per_cell,3.83,
final_timing,max_freq,492,MHz
synth,ys_area,1300,sq um
layout,syn2layout_area_growth,14.7,%
pwr,ir_worst_vdd,83.3,uV
critical_path,r2r_cells,4,
final_timing,hold_violations,0,
pwr,p_leak,0.640,nW
synth,syn_inst,118,
placement,routabilityCongestion,0.809,
layout,drive_gt1_frac,0.0887,
critical_path,critical-path-top-delay-family,"buffers and inverters",
synth,synth_area_per_cell,11.0,sq um
synth,synth_flops,27,
pwr,power_density,247,nW/um^2
clocking,numCtsBuffers,3,
critical_path,critPathMaxStageDelay,0.47,ns
critical_path,cp_max_fo,2,
pwr,comb_power_share,0.016,
layout,final_cell_mix,"dfrtp_1 (27), xnor2_1 (16), nor2_1 (12)",
clocking,clockBufferDepth,2,
grt,grt_pass1_vias,883,
job,warnings,25,
synth,netlist_area,1300,sq um
final_timing,maxSlewViolCount,0,
pwr,clkPwrFrac,0.354,
critical_path,critPathCaptureType,"output pin",
die,ios,3,
critical_path,r2r_start,"cnt1[4]",
placement,place_hpwl,1.62,mm
placement,place_inst,219,
pwr,p_seq_frac,0.630,
final_timing,setup_tns,0,ns
pwr,internal_power,0.000294,W
final_timing,rsz0062_at_grt,"no",
grt,grt_pass1_wl,4.18,mm
critical_path,crit_cells,1,
grt,grt_overflow,0,
die,chip_area,11200,sq um
pwr,power_switching,0.0000741,W
clocking,cts_tree,"yes",
critical_path,slowest_stage,"clkdlybuf4s50_1",
min_path,worst_hold_path_type,"reg -> reg",
routing,post_drt_wl_per_cell,10.4,microns
die,fp_util,0.180,
final_timing,max-slew-margin-rel,0.597,
pwr,swShare,0.201,
grt,track_usage,0.0429,
final_timing,min_period,2.03,ns
critical_path,arrival,1.09,ns
critical_path,regToRegEndpoint,"cnt1[23]",
synth,ys_cells,118,
clocking,cts-root-buf,"clkbuf_8",
clocking,cts.clk_slew.worst_paths,0.09,ns
final_timing,fin_hold_ws,0.469,ns
synth,yosysWarnings,1,
critical_path,rrSetupSlack,2.83,ns
clocking,cts.sinks,27,
min_path,min_path_cells,1,
routing,vias,853,
layout,layout_top_cell,"dfrtp_1",
min_path,whs_endpoint,"clkout1",
critical_path,path_buffers,1,
die,num_rows,31,
die,die_h,106,microns
final_timing,finClkSkew,0.00519,ns
grt,antenna_found_initial,0,
routing,remaining_drc_errors,0,
job,maxCapViolCount,0,
routing,ant_nets,0,
placement,post-place-ws,2.89,ns
clocking,insertion_delay,0.27,ns
synth,yosysSeqAreaShare,0.519,
routing,first_pass_iters,4,
final_timing,min_period_over_period,0.433,
critical_path,crit_type,"reg -> out",
clocking,cts_resized,0,
clocking,postCtsSetupBuffers,0,
synth,synth_cell_types,19,
final_timing,worst_pin_slew,0.600,ns
layout,fin_cells,223,
die,core,7210,sq um
routing,antenna_cells,0,
clocking,h-tree-depth,1,
routing,drt_iter0_markers,68,
min_path,hold_start,"clkout1",
clocking,postCtsHoldBufs,0,
placement,placement.io_buffers,2,
critical_path,required,3.76,ns
final_timing,worst_slack,2.67,ns
power by group through the flow:
| stage | Sequential (W) | Clock, W | Combinational, W |
|---|---|---|---|
| global route | 0.000232 | 0.000144 | 0.00000706 |
| finish | 0.000232 | 0.000130 | 0.00000594 |
| CTS | 0.000232 | 0.000137 | 0.00000650 |
metrics by stage:
stage | area (sq um) | total power [W] | util
floorplan | 1300 | 0.000240 | -
global placement | 1450 | 0.000243 | 0.201
detailed placement | 1450 | 0.000243 | 0.201
CTS | 1490 | 0.000376 | 0.207
global route | 1490 | 0.000384 | 0.207
finish | 1490 | 0.000368 | 0.207
routing by layer:
| layer | track usage | wire length (microns) | vias up | share of wire |
|---|---|---|---|---|
| li1 | - | - | 428 | - |
| met1 | 0.0661 | 1250 | 419 | 0.54 |
| met2 | 0.0623 | 1010 | 4 | 0.43 |
| met3 | 0.00734 | 43 | 2 | 0.018 |
| met4 | 0.00677 | 24 | 0 | 0.010 |
| met5 | 0 | 0 | - | 0 |
how the worst max path moves through the flow:
| stage | from | end | slack (ns) |
|---|---|---|---|
| after CTS | clkout1 | clkout1 | 2.64 |
| after global routing | clkout1 | clkout1 | 2.61 |
| final | clkout1 | clkout1 | 2.67 |
layout make-up:
class / instances / area [sq um]
Clock buffer: 4 / 45.0
Sequential cell: 27 / 676
Fill cell: 823 / 5720
Timing Repair Buffer: 3 / 27.5
Multi-Input combinational cell: 85 / 602
Inverter: 5 / 18.8
Tap cell: 99 / 124
state kept, by name, summed over array words and instances (netlist names):
register	flops
clkout1	1
cnt1	26
Yosys cell counts:
master	count	area, sq um
nor3_1	5	25.0
nor4b_2	2	30.0
and4_1	1	8.76
and3_1	3	18.8
nand4_1	7	43.8
nor2_1	12	45.0
inv_1	5	18.8
xor2_1	9	78.8
nor4_1	5	31.3
ha_1	1	12.5
nand3_1	11	55.1
buf_2	1	5.00
nor2b_1	1	6.26
nand2_1	7	26.3
xnor2_1	16	140
nor4_4	2	42.5
nor4_2	2	25.0
nand4_2	1	12.5
dfrtp_1	27	676
logic make-up (layout without fill, tap and decap cells):
family,Yosys count,count (layout),synth area share
DFF,27,27,0.519
buffers and inverters,6,12,0.0183
and+or+nand+nor,59,59,0.285
adders and majority gates,1,1,0.00961
xor gates and xnor gates,25,25,0.168
No activity file was given, so power comes from the tool's default toggle rates.
